File: run.sh
#!/bin/bash
# OpenROAD 26Q1-2900-gdf79404cd8, Yosys 0.63+post, stock flow scripts
make -C /OpenROAD-flow-scripts/flow DESIGN_CONFIG=/design/flow/config.mk WORK_HOME=/design/flow/orfs finish
File: config.mk
export PLATFORM = sky130hd
export DESIGN_NAME = regfile
export DESIGN_NICKNAME = regfile
export VERILOG_FILES = /design/flow/design.v
export SDC_FILE = /design/flow/constraint.sdc
export NUM_CORES = 4
export LEC_CHECK = 1
export CORE_UTILIZATION = 40
File: constraint.sdc
current_design regfile

set clk_period 9.9
set clk_io_pct 0.2

create_clock -name clk0 -period $clk_period [get_ports {clk}]

set non_clock_inputs [all_inputs -no_clocks]
set_input_delay [expr $clk_period * $clk_io_pct] -clock clk0 $non_clock_inputs
set_output_delay [expr $clk_period * $clk_io_pct] -clock clk0 [all_outputs]
File: design.v
module regfile(input logic clk,
    input logic we3,
    input logic [4:0] ra1, ra2, wa3,
    input logic [31:0] wd3,
    output logic [31:0] rd1, rd2);
    logic [31:0] rf[31:0];
    always_ff @(posedge clk)
      if (we3) rf[wa3] <= wd3;
        assign rd1 = (ra1 != 0) ? rf[ra1] : 0;
      assign rd2 = (ra2 != 0) ? rf[ra2] : 0;
endmodule
==> Slide: Implementation Results <==
Key Metrics from the Run

Worst hold path
  – Hold Crit Depth: 2
  – Hold_sp: wd3[19]
  – Hold crit path type: input pin to flop
  – Hold Path Sink: rf[29][19]$_DFFE_PP_

Worst setup path
  – Setup CP Type: input pin to primary output
  – Crit path largest cell delay: about 1.2 ns
  – CP arrival: 6.49 ns
  – Crit-path cells: buf_4 > buf_4 > or3_2 > buf_4 > nor3_4 > buf_4 > nor3_1 > clkdlybuf4s50_1
  – Slowest cell on the critical path: nor3_1
  – CP required: roughly 7.9 ns
  – Worst path most repeated cell: buf_4
  – Critical path launch point type: input pin
  – CP Capture Type: primary output
  – CP Max Fanout: 28

Run status
  – Failing checks: capacitance limit, slew limit
  – Status: finished, violations left

Layout
  – Utilization after layout: 0.462
  – Area Overhead vs Synth: 14.4%
  – Share of layout cells above drive strength 1: 0.286
  – Largest registers: rf (1024)
  – FILL cells: 9,471
  – Largest Register: rf
  – Number of flip-flops in the largest register: 1,024

Timing
  – Hold Vio Cnt, Final: 0
  – Final setup vio count: 0
  – Final worst path period share: 0.855
  – Post-layout minimum cycle time: 8.47 ns
  – Worst setup margin: 1.43 ns
  – Tightest Pin Transition: 1.50 ns
  – RSZ-0062 raised after global routing: false
  – Slew headroom: -0.00905
  – Slew Viols, Final: 2
  – Fmax: 0.118 GHz
  – Setup_tns: 0 ns

Drt
  – Vias per cell: roughly 6.4
  – Post-route DRC: 0
  – First DRT Iteration DRCs: between 1,500 and 2,000
  – Post-route ant nets: 0
  – Wire per inst: 35.0 µm
  – Drt first pass iters: 5
  – Vias: 26,475
  – DRT Wirelength: 145 mm

Power and ir drop
  – Leakage power: between 15 and 20 nW
  – Net Switching: around 2.2 mW
  – Combinational Power Share: 0.089
  – Sequential Power Share: 0.497
  – Final total power: 9.75 mW
  – Switching Share: 0.221
  – P_int: 7.59 mW
  – Power share of the clock group: 0.414
  – Power Dens Cells: about 180 nW/µm²
  – Peak VDD IR: between 0.1 and 0.15 mV

Yosys
  – Synth area leaders: edfxtp_1 (65%), mux4_2 (20%), mux2i_1 (3.9%)
  – Asr flop ratio synth: 0
  – Syn_area_per_cell: 19.6 µm²
  – YS chip area: 47,000 µm²
  – Cell type with the largest total area: edfxtp_1
  – Yosys Instances: 2,400
  – Top cell area share: 0.655
  – Synth Seq Share: 0.655
  – Number of enable flip-flop cells: a little over 1,000
  – Top cells by count: edfxtp_1 (1,024), mux4_2 (425), mux2i_1 (183)
  – Synth top cell by count: edfxtp_1
  – Yosys reg bits: roughly 1,000
  – YS warnings: 1
  – Cell Area, Synth: 47,000 µm²
  – Syn Inst Count: about 2,400
  – Top FF cell, synth: edfxtp_1
  – Netlist cell types: 40

CTS
  – Clock buffer depth: 3
  – Clock-pin slew on the worst setup and hold paths: around 0.070 ns
  – Clock Sinks: around 1,000
  – CTS Buf Count: between 100 and 150
  – Post-CTS Setup Repair Bufs: 0
  – CTS tree: yes
  – Post-cts sizing count: 0
  – Clk Tree Root Cell: clkbuf_16
  – H-tree depth: 3
  – Post-CTS Hold Fix Bufs: 0

Die
  – Die Y: 345 µm
  – Die Wd: 345 µm
  – Site Rows: 125
  – Placeable Area: 116,000 µm²
  – Die area: 119,000 µm²
  – FP Util: 0.404
  – Top-Level Pins: roughly 110

Placement
  – Final Wtd Congestion: 0.906
  – Number of port buffers: 112
  – Setup WS pre-CTS: 1.62 ns
  – DP Wirelength: ~88 mm

Run
  – Max Cap Viol: 1
  – Tool warnings: 26

Global route
  – Largest net degree at the start of global routing: 75
  – Initial antenna violation count: 8
  – Global route total overflow: 0
  – Total Routing Usage GR: 0.272
  – Number of global-route vias before repair: 29,656
  – Global-route wire length before repair: 206 mm
[layout make-up]
class	count	area [µm²]	area share
multi-input cells	1150	15400	0.287
flip-flops and latches	1024	30700	0.572
diodes	5	12.5	0.000233
well taps	1524	1910	0.0355
repair buffers	227	2040	0.0380
clock inverters	62	718	0.0134
inverters	25	96.3	0.00179
clock buffers	132	2790	0.0520
[cells in the final DEF (no fill, tap or decap), types with 7 or more instances in the layout]
cell | netlist | layout
edfxtp_1 | 1024 | 1024
mux4_2 | 425 | 425
mux2i_1 | 183 | 183
buf_4 | 20 | 112
clkbuf_16 | 0 | 108
clkdlybuf4s50_1 | 0 | 105
nand2_1 | 65 | 64
a22o_1 | 62 | 62
o22ai_1 | 55 | 55
a211oi_1 | 47 | 47
a21oi_1 | 46 | 46
nor2_4 | 0 | 33
o221ai_1 | 31 | 31
a2111oi_0 | 31 | 31
nor3_1 | 32 | 30
inv_1 | 25 | 24
clkbuf_1 | 104 | 24
a221oi_1 | 23 | 23
a211o_1 | 23 | 23
clkinv_1 | 0 | 22
mux2_1 | 19 | 19
bufinv_16 | 0 | 16
clkinv_2 | 0 | 15
and2_1 | 13 | 12
a32o_1 | 9 | 9
nor4_1 | 9 | 9
nand3b_1 | 7 | 7
[per-stage QoR]
step	instances	cell area, µm²	hold WS [ns]
after detailed placement	3950	50200	2.81
after global routing	4145	53700	2.14
after global placement	3950	50200	2.81
after CTS	4144	53700	2.09
final	4149	53700	2.12
after floorplan	2400	47000	2.08
[worst max path at each step]
stage / from / endpoint / slack, ns / cells past startpoint
6_report: ra2[1] / rd2[2] / 1.43 / 8
5_1_grt: ra2[1] / rd2[2] / 1.38 / 8
4_1_cts: ra2[1] / rd2[4] / 1.63 / 8
[power by group through the flow]
stage                 sequential, mW  combinational, mW  clock [mW]
final                           4.85              0.867        4.04
after CTS                       4.85              0.861        4.09
after global routing            4.85              0.918        4.25
[critical path: cells and delay by family]
kind / cells / cell delay, ns
buf+inv: 5 / 2.38
simple gates: 3 / 2.04
[routing by layer]
metal,wire length [µm],track usage,vias up
li1,-,-,10709
met3,30400,0.248,279
met4,4210,0.0643,14
met5,628,0.0465,-
met1,44300,0.302,13270
met2,65700,0.385,2203
[cells by family (layout without fill, tap and decap cells)]
family,after synthesis,in the layout,synth area share
AND/OR/NAND/NOR,187,187,0.0194
other,0,5,0
AND-OR/OR-AND,331,331,0.0541
buffers and inverters,226,446,0.0231
flip-flops,1024,1024,0.655
multiplexers,632,632,0.249
Power figures rest on the tool's default switching activity, not on a simulated workload.

--- flow/design.v ---
module dmem(input logic clk, we,
            input logic [31:0] a, wd,
            output logic [31:0] rd);
          logic [31:0] RAM[63:0];
          assign rd = RAM[a[31:2]];  
          always_ff @(posedge clk)
            if (we) RAM[a[31:2]] <= wd;
endmodule
--- flow/run.sh ---
#!/bin/bash
# OpenROAD 26Q1-2900-gdf79404cd8, Yosys 0.63+post, stock flow scripts
make -C /OpenROAD-flow-scripts/flow DESIGN_CONFIG=/design/flow/config.mk WORK_HOME=/design/flow/orfs finish
--- flow/config.mk ---
export PLATFORM = sky130hd
export DESIGN_NAME = dmem
export DESIGN_NICKNAME = dmem
export VERILOG_FILES = /design/flow/design.v
export SDC_FILE = /design/flow/constraint.sdc
export NUM_CORES = 4
export LEC_CHECK = 1
export CORE_UTILIZATION = 30
--- flow/constraint.sdc ---
current_design dmem

set clk_period 32.2
set clk_io_pct 0.2

create_clock -name clk0 -period $clk_period [get_ports {clk}]

set non_clock_inputs [all_inputs -no_clocks]
set_input_delay [expr $clk_period * $clk_io_pct] -clock clk0 $non_clock_inputs
set_output_delay [expr $clk_period * $clk_io_pct] -clock clk0 [all_outputs]
==> flow_metrics.env <==
# implementation run metrics
export IMPL_status="complete, no violations"
export IMPL_cp_max_fo=53
export IMPL_dr_first_iter_drc_count=2892
export IMPL_worstSetupPathType="in -> out"
export IMPL_rsz0062_at_grt="false"
export IMPL_drv_cap=0
export IMPL_chip_area_mm2=0.263
export IMPL_yosysTopAreaCell="edfxtp_1"
export IMPL_tns_ps=0
export IMPL_grt_start_max_net_pins=89
export IMPL_warnings=52
export IMPL_flop_cell="edfxtp_1"
export IMPL_numClockSinks=2048
export IMPL_grt_pass1_wl_um=301000
export IMPL_cts_tree="built"
export IMPL_cts_root_buffer="clkbuf_16"
export IMPL_cp_top_family="buffers and inverters"
export IMPL_synth_chip_area_mm2=0.0783
export IMPL_grt_use_total=0.168
export IMPL_gp_congestion=0.874
export IMPL_top_cell="edfxtp_1"
export IMPL_power_mw=5.39
export IMPL_final_min_clock_period_ps=18340
export IMPL_irDropWorstVdd_mv=0.0463
export IMPL_critPathArrivalTime_ps=11900
export IMPL_drc=0
export IMPL_clockPowerShare=0.398
export IMPL_largest_reg_flops=2048
export IMPL_seq_power_share=0.548
export IMPL_avgSynthCellArea_um2=18.6
export IMPL_fin_area_mm2=0.0897
export IMPL_via_per_inst=5.22
export IMPL_switching_share=0.215
export IMPL_wirelength_um=208000
export IMPL_fin_crit_sh=0.570
export IMPL_netlist_logic_family_top="AND-OR/OR-AND gates"
export IMPL_antenna_found_initial=10
export IMPL_yosys_area_top_type_share=0.786
export IMPL_powerDensity_mw_per_mm2=60.1
export IMPL_power_internal_mw=4.23
export IMPL_cts_clk_slew_worst_paths_ps=60
export IMPL_min_path_type="in -> reg"
export IMPL_io_buffers=71
export IMPL_fmax_ghz=0.0545
export IMPL_adder_share=0
export IMPL_top_cells_by_area="edfxtp_1, mux2i_1, mux4_2, mux2_2, a221oi_1"
export IMPL_wire_per_inst_um=26.2
export IMPL_ys_cells=4207
export IMPL_ys_warnings_count=1
export IMPL_cts_inserted_buffers=189
export IMPL_common_cells="edfxtp_1, mux2i_1, a22oi_1"
export IMPL_simple_gate_area_frac=0.0283
export IMPL_slowest_delay_ps=740
export IMPL_p_leak_nw=28.1
export IMPL_post_cts_buffers=0
export IMPL_synthCells=4207
export IMPL_place_area_mm2=0.0838
export IMPL_fillers=23700
export IMPL_route_vias_total=41300
export IMPL_fp_util=0.302
export IMPL_worst_path_most_repeated_cell="buf_4"
export IMPL_required_ps=25760
export IMPL_hold_viol=0
export IMPL_coreArea_mm2=0.259
export IMPL_cts_path_max_buffers=3
export IMPL_relSlewSlack=0.406
export IMPL_fp_dieW_um=513
export IMPL_drv_slew=0
export IMPL_worst_pin_slew_ps=868
export IMPL_cts_resized=0
export IMPL_cts_hold_buf=0
export IMPL_cp_end_kind="output pin"
export IMPL_area_delta_synth_final_pct=14.6
export IMPL_synth_ff_latch_count=2048
export IMPL_startpoint_type="input pin"
export IMPL_h_tree_depth=4
export IMPL_dp_hpwl_um=116000
export IMPL_synthArstFlopShare=0
export IMPL_grt_pass1_vias=43700
export IMPL_ys_sh_xor=0
export IMPL_edf_count=2048
export IMPL_setup_viol=0
export IMPL_drive_gt1_frac=0.180
export IMPL_fp_row_count=187
export IMPL_crit_slowest_cell="or4_1"
export IMPL_dr_pass1_iters=6
export IMPL_critical_path_buf_inv_count=6
export IMPL_ys_sh_aoi=0.0873
export IMPL_path_cells="buf_8, buf_4, buf_4, buf_4, nor2_4, buf_4, a22oi_1, o22ai_1, o21ai_0, or4b_1, or4_1, clkdlybuf4s50_1"
export IMPL_ys_seq_share=0.786
export IMPL_synth_area_mux_share=0.0819
export IMPL_ant_nets=0
export IMPL_synth_cell_types=55
export IMPL_die_y_um=513
export IMPL_grt_ovfl_total=0
export IMPL_power_frac_comb=0.054
export IMPL_netlist_area_mm2=0.0783
export IMPL_boundaryPins=98
export IMPL_switching_power_mw=1.16
==> stage by stage <==
step / utilization / hold slack [ps] / cells / setup slack (ps)
2_1_floorplan: - / 6540 / 4207 / 17210
3_3_place_gp: 0.323 / 6910 / 7572 / 13870
3_5_place_dp: 0.323 / 6910 / 7572 / 13900
4_1_cts: 0.346 / 6000 / 7905 / 13880
5_1_grt: 0.346 / 6020 / 7905 / 13720
6_report: 0.346 / 6030 / 7910 / 13860
==> logic make-up (layout without fill, tap and decap cells) <==
logic type / after synthesis / in the layout
other: 0 / 5
and+or+nand+nor: 424 / 424
AOI/OAI and AO/OA: 933 / 933
buffers and inverters: 300 / 596
muxes: 502 / 502
DFF: 2048 / 2048
==> metal layers <==
layer,track usage,up-vias,share of wire
met1,0.192,20600,0.34
li1,-,17900,-
met4,0.0443,14,0.033
met2,0.250,2447,0.46
met3,0.127,352,0.17
met5,0.00877,-,0.0018
==> layout by cell type, fill, tap and decap left out, drive strengths merged, types with 8 or more instances in the layout <==
cell           netlist  routed
or4                 15      15
and3                85      85
o21ai               85      85
edfxtp            2048    2048
buf                129     225
a22o                66      66
bufinv               0      12
a31oi               43      43
a222oi              16      16
nand2b              18      18
a21oi              121     121
clkinv               0      70
a211oi              17      17
nor4                14      14
o2bb2ai             15      15
clkbuf             169     233
a2111oi             15      15
o22ai               93      93
nor3                22      22
mux4                96      96
nand2               28      28
a22oi              188     188
a221oi             175     175
a221o               15      15
nor2b                8       8
mux2i              259     259
nor2               145     145
clkdlybuf4s50        0      36
inv                  2      15
nand3               54      54
mux2               147     147
o22a                70      70
or4b                14      14
==> power groups by stage <==
stage / clock (mW) / sequential, mW / combinational, mW
CTS: 2.18 / 2.96 / 0.295
global route: 2.29 / 2.95 / 0.313
finish: 2.15 / 2.96 / 0.290
==> final cells by class <==
type / count / area (µm²) / area share
inverter: 2 / 15.0 / 0.000167
multi-input combinational: 1859 / 16100 / 0.179
clock buffer: 233 / 4960 / 0.0553
sequential: 2048 / 61500 / 0.686
tap: 3402 / 4260 / 0.0475
antenna: 5 / 12.5 / 0.000139
clock inverter: 100 / 888 / 0.00990
timing repair buffer: 261 / 2020 / 0.0225
==> path summary, 6_finish.rpt <==
check                  start  cells after the start                     to  slack [ps]
worst max-delay path    a[4]                     12                 rd[11]       13860
worst min-delay path  wd[24]                      1  RAM[57][24]$_DFFE_PP_        6030
Power figures rest on the tool's default switching activity, not on a simulated workload.
